$ cat ./config.mk
export PLATFORM = sky130hd
export DESIGN_NAME = axi_master
export DESIGN_NICKNAME = axi_master
export VERILOG_FILES = /design/flow/design.v
export SDC_FILE = /design/flow/constraint.sdc
export NUM_CORES = 4
export LEC_CHECK = 1
export CORE_AREA = 10 10 298 298
export DIE_AREA = 0 0 308 308
$ cat ./design.v
`timescale 1ns/1ps
module axi_master(
    input clk,
    input rst,
    input start,
    input [31:0] vector_a,
    input [31:0] vector_b,    
    input [31:0] vector_a_addr,
    input [31:0] vector_b_addr,    
    input [31:0] vector_len,
    input [31:0] output_addr,
    input [31:0] read_data_addr,
    input [31:0] read_data,
    input status,
    input processing_done,
    input store_done,
    input read_done,
    output reg [31:0] rdata,
    input rvalid,
    output reg [31:0] wdata_a,
    output reg [31:0] wdata_b,
    output reg [31:0] waddr_a,
    output reg [31:0] waddr_b,
    output reg [31:0] waddr_output,
    output reg [31:0] vector_len_o,
    output reg wdvalid,
    output reg awvalid,
    output reg start_fetch,
    output reg start_compute,
    output reg start_write,
    output reg start_read
);
reg [2:0] state, next_state;
parameter IDLE         = 3'b000;
parameter START_STATE  = 3'b001;
parameter FETCH_STATE  = 3'b010;
parameter COMPUTE_STATE = 3'b011;
parameter WRITE_STATE  = 3'b100;
parameter READ_STATE   = 3'b101;
always @(posedge clk or negedge rst) begin
    if (!rst) begin
        state <= IDLE;
    end else begin
        state <= next_state;
    end
end
always @(*) begin
    case (state)
        IDLE: 
            if (start) 
                next_state = START_STATE;
            else 
                next_state = IDLE;
        START_STATE:  
            next_state = FETCH_STATE;
        FETCH_STATE: 
                next_state = COMPUTE_STATE;
        COMPUTE_STATE: 
            if (processing_done) 
                next_state = WRITE_STATE;
            else 
                next_state = COMPUTE_STATE;
        WRITE_STATE: 
            if (store_done) 
                next_state = READ_STATE;
            else 
                next_state = WRITE_STATE;
        READ_STATE: 
            if (read_done) 
                next_state = IDLE;
            else 
                next_state = READ_STATE;
        default: 
            next_state = IDLE;
    endcase
end
always @(posedge clk or negedge rst) begin
    if (!rst) begin
        awvalid <= 0;
        wdvalid <= 0;
        wdata_a <= 0;
        wdata_b <= 0;
        waddr_a <= 0;
        waddr_b <= 0;
        waddr_output <= 0;
        vector_len_o <= 0;
        start_fetch <= 0;
        start_compute <= 0;
        start_write <= 0;
        start_read <= 0;
    end else begin
        start_fetch <= 0;
        start_compute <= 0;
        start_write <= 0;
        start_read <= 0;
        case (state)
            IDLE: begin
                awvalid <= 0;
                wdvalid <= 0;
            end
            START_STATE: begin
                awvalid <= 1;
                wdvalid <= 1;
                wdata_a <= vector_a;
                wdata_b <= vector_b;
                waddr_a <= vector_a_addr;
                waddr_b <= vector_b_addr;
                waddr_output <= output_addr;
                vector_len_o <= vector_len;
            end
            FETCH_STATE: begin
                start_fetch <= 1;
            end
            COMPUTE_STATE: begin
                start_compute <= 1;
            end
            WRITE_STATE: begin
                start_write <= 1;
            end
            READ_STATE: begin
                start_read <= 1;
                if (rvalid) begin
                rdata <= read_data;
                end
            end
        endcase
    end
end
endmodule
$ cat ./constraint.sdc
current_design axi_master

set clk_period 6.0
set clk_io_pct 0.2

create_clock -name clk0 -period $clk_period [get_ports {clk}]

set non_clock_inputs [all_inputs -no_clocks]
set_input_delay [expr $clk_period * $clk_io_pct] -clock clk0 $non_clock_inputs
set_output_delay [expr $clk_period * $clk_io_pct] -clock clk0 [all_outputs]
$ cat ./run.sh
#!/bin/bash
# OpenROAD 26Q1-2900-gdf79404cd8, Yosys 0.63+post, stock flow scripts
make -C /OpenROAD-flow-scripts/flow DESIGN_CONFIG=/design/flow/config.mk WORK_HOME=/design/flow/orfs finish
==> out/results.ini <==
[clock_network]
cts.sink_count = 235
htree_levels = 1
post_cts_buffers = 0
post_cts_resized = 0
path_clk_slew_ns = 0.06
cts_buffers = 28
cts_tree = yes
root_buffer = clkbuf_16
hold_buffers = 0
clock.latency.late_pin_ns = 0.56
clockBufferDepth = 3

[worst_setup_path]
path_max_fanout = 2
reg2reg_to = waddr_a[17]
worst-path-buf-inv = 1
crit_slowest_cell = clkdlybuf4s50_1
crit_path_max_incr_delay_ns = 0.57
r2r_slack_ns = 3.85
r2r_start = state[3]
end_kind = primary output
critPathArrivalTime_ns = 1.50
worst-setup-path-type = register to primary output
rr_worst_depth = 2
cp-start-kind = register
path_cells = clkdlybuf4s50_1
cpLargestDelayFamily = buffers and inverters
required_ns = 4.80

[layout]
design_area_um2 = 15290
finalNonFillerCells = 2029
area_growth_pct = 79.93
drive_gt1_share_pct = 25.96

[floorplanning]
io_pins = 494
core_area_um2 = 82110
fp-utilization_pct = 10.35
dieWidth_um = 308
rows = 105
die_h_um = 308
dieArea_um2 = 94860

[yosys]
ys_warn_count = 1
synthCells = 463
synth_area_leader_cell = dfrtp_1
postSynthSeqShare_pct = 71.11
ys_area_um2 = 8497
syn_avg_cell_area_um2 = 18.35
synth_cell_types = 13
synth_flops = 235
ys_cells = 463
synth_area_um2 = 8497
yosys.area.top_type_share_pct = 59.49
area_leaders = dfrtp_1 (59%), mux2_2 (25%), edfxtp_1 (11%)

[timing]
slew_viol_final = 0
tightestPinTransition_ns = 0.7093
clock.fmax_mhz = 369.9
grt_setup_unrepaired = false
period_needed_ns = 2.704
finalCritPeriodShare_pct = 45.06
finalSetupTns_ns = 0
setup_violations = 0
slew_headroom_pct = 52.72
skew_ns = 0.005962
hold_violations = 0

[power]
leakage_nw = 5.776
power_mw = 6.670
ir_drop_mv = 0.2622
power.density_nw_per_um2 = 436.3

[drt]
viasPerCell = 2.839
wirelength_um = 27830
drt_first_iter_violations = 163
firstDrtPassIters = 4
antenna_cells = 0
drc = 0
vias = 5761
postRouteAntennaNets = 0
wl_per_cell_um = 13.72

[hold_path]
hold_start = state[2]
hp-class = register to register
hold-path-endpoint = start_fetch
hold_depth = 0

[placement]
portBuffers = 460
hpwl_um = 21480
place_area_um2 = 14280
dp_cells = 1977
place.gp.congestion = 0.7964

[global_route]
grt_overflow = 0
grt_antenna_before_repair = 3
grt_pass1_wl_um = 40690
first_global_vias = 6424
grt_max_degree = 97
grt_usage_pct = 5.562

[run]
warnings = 58
cap_viol_max_count = 0

[status]
status = completed

-- sequential cells by signal (all words and copies together), names as in the netlist --
signal / flops
vector_len_o: 32
waddr_b: 32
start_fetch: 1
waddr_output: 32
awvalid: 1
start_write: 1
wdata_a: 32
start_compute: 1
waddr_a: 32
rdata: 32
start_read: 1
wdata_b: 32
state: 6
-- cell usage after synthesis (all sizes together) --
cell type and n:
buf 22, dfstp 1, inv 4, edfxtp 32, o21ai 3, a21o 2, mux2 192, and2 1
dfrtp 202, nand2 3, and3 1
-- metrics by stage --
step	hold slack (ns)	utilization (%)	setup WS, ns
detailed placement	0.3677	17.39	3.129
global route	0.4091	18.62	3.138
CTS	0.3819	18.62	3.170
finish	0.3801	18.62	3.296
global placement	0.3632	17.39	3.157
floorplan	0.3554	-	3.570
-- metal layers --
metal | vias up | global-route usage, % | wire, µm
li1 | 2590 | - | -
met1 | 2798 | 6.222 | 10100
met2 | 329 | 9.001 | 12870
met3 | 40 | 3.319 | 4134
met4 | 4 | 1.242 | 699
met5 | - | 0 | 33
-- power by group --
part / internal, mW / switching, mW
Sequential: 2.30 / 0.381
Combinational: 1.73 / 0.445
Clock: 1.13 / 0.690
-- placed cells by master, fill, tap and decap left out, types with 2 or more instances in the layout --
| cell | n |
|---|---|
| clkbuf_1 | 3 |
| clkdlybuf4s50_1 | 459 |
| a21o_1 | 2 |
| edfxtp_1 | 32 |
| buf_4 | 5 |
| o21ai_0 | 3 |
| clkinv_2 | 4 |
| mux2_2 | 192 |
| clkbuf_16 | 29 |
| bufinv_16 | 4 |
| nand2_1 | 3 |
| clkinv_4 | 2 |
| clkbuf_8 | 6 |
| inv_1 | 4 |
| dfrtp_1 | 201 |
| inv_6 | 2 |
-- logic make-up after synthesis --
| logic type | synth area share (%) |
|---|---|
| DFF | 71.11 |
| buffers and inverters | 2.812 |
| and+or+nand+nor | 0.2799 |
| AOI/OAI and AO/OA | 0.3533 |
| muxes | 25.45 |
-- worst max path at each step --
stage,from,to,slack (ns),cells past startpoint
4_1_cts,waddr_a[6],waddr_a[6],3.17,1
5_1_grt,waddr_a[6],waddr_a[6],3.14,1
6_report,waddr_a[6],waddr_a[6],3.30,1
-- final cells by class --
cell class / instances / area (µm²)
Inverter: 4 / 15.01
Multi-Input combinational cell: 202 / 2216
Tap cell: 1070 / 1339
Sequential cell: 235 / 6046
Fill cell: 8752 / 66820
Clock buffer: 38 / 819.5
Clock inverter: 14 / 186.4
Timing Repair Buffer: 466 / 4667
Power and IR drop assume default switching activity.
